--- design/flow/design.v ---
module counter(clk, SW, leds);
    input clk, SW;
    output[7:0] leds;
    reg[7:0] cnt;
    always@(posedge clk) begin
      if(SW)
        cnt <= cnt + 1;
      else
        cnt <= cnt - 1;
    end
    assign leds = cnt;
endmodule
--- design/flow/run.sh ---
#!/bin/bash
# OpenROAD 26Q1-2900-gdf79404cd8, Yosys 0.63+post, stock flow scripts
make -C /OpenROAD-flow-scripts/flow DESIGN_CONFIG=/design/flow/config.mk WORK_HOME=/design/flow/orfs finish
--- design/flow/config.mk ---
export PLATFORM = sky130hd
export DESIGN_NAME = counter
export DESIGN_NICKNAME = counter
export VERILOG_FILES = /design/flow/design.v
export SDC_FILE = /design/flow/constraint.sdc
export NUM_CORES = 4
export LEC_CHECK = 1
export CORE_AREA = 10 10 70 70
export DIE_AREA = 0 0 80 80
--- design/flow/constraint.sdc ---
current_design counter

set clk_period 3.0
set clk_io_pct 0.2

create_clock -name clk0 -period $clk_period [get_ports {clk}]

set non_clock_inputs [all_inputs -no_clocks]
set_input_delay [expr $clk_period * $clk_io_pct] -clock clk0 $non_clock_inputs
set_output_delay [expr $clk_period * $clk_io_pct] -clock clk0 [all_outputs]
==> flow_summary_export.csv <==
group,metric,value,unit
pwr,cellInternalPower,0.423,mW
flow_run,openroad.warnings,25,
worst_setup_path,regToRegEndpoint,"cnt[6]",
clock_network,post-cts-setup-buffers,0,
pwr,power_density,1050,mW/mm2
worst_setup_path,timing.critical_path.buf_inv,2,
clock_network,clock_sink_count,8,
sta,worst_pin_slew,0.291,ns
detailed_routing,first_iter_violations,9,
layout,drive_above_1_share,0.0893,
detailed_routing,drtAntennaViolNets,0,
synthesis,yosys-stat-cells,44,
worst_setup_path,critical-path-top-delay-family,"buffers and inverters",
clock_network,worst_skew_pair.late_latency,0.25,ns
grt,initial_antenna_violation_count,0,
place,numPortBuffers,9,
detailed_routing,viasPerCell,3.38,
clock_network,cts_hold_repair.buffers,0,
floorplan,die_height,80,um
floorplan,fp-row-count,21,
pwr,netSwitchingPower,0.221,mW
pwr,total_leakage_power,0.234,nW
clock_network,cts_made_buffers,3,
grt,groute.usage.overall,0.0308,
worst_setup_path,ff2ff_path_depth,5,
floorplan,placeableCoreArea,0.00342,mm2
pwr,worst_ir_drop_vdd,346,uV
worst_setup_path,timing.critical_path.from_type,"input port",
sta,max_slew_margin,0.806,
sta,finalSetupTns,0,ns
hold_path,hold_start,"cnt[0]",
layout,filler_cell_count,396,
pwr,comb_power_share,0.571,
outcome,run_status,"finished, final reports clean",
layout,reg.largest.list,"cnt x8",
worst_setup_path,setup.worst_path.class,"in -> reg",
worst_setup_path,critical_path.cell_chain,"clkdlybuf4s50_1, inv_1, fa_1, a21oi_1, o211ai_1, a21oi_1, xnor2_1",
sta,max_freq,455,MHz
layout,syn_to_final_growth,38.5,%
synthesis,syn_std_cell_area,442,um2
detailed_routing,antenna_cells,0,
worst_setup_path,worst_reg2reg_startpoint,"cnt[0]",
hold_path,worstHoldPathCells,1,
worst_setup_path,cp_slowest_stage_delay,0.50,ns
synthesis,syn_avg_cell_area,10.0,um2
clock_network,cts.repair.resized,0,
floorplan,chip_width,80,um
worst_setup_path,cp_slowest_cell,"sky130_fd_sc_hd__clkdlybuf4s50_1",
clock_network,cts_buffer_depth,2,
detailed_routing,total_wire_length_after_detailed_routing,864,um
sta,final-hold-violation-count,0,
detailed_routing,via_count,345,
pwr,power.share.clock,0.129,
grt,grt_overflow,0,
synthesis,ys_chip_area,442,um2
worst_setup_path,cp.arrival,2.38,ns
sta,timing.final.crit_period,2.20,ns
grt,global_route_wire_length_before_repair,1590,um
sta,worst_clock_skew,0.00372,ns
worst_setup_path,worst-path-max-fanout,7,
pwr,power_switching_share,0.343,
grt,grt_start_max_net_pins,8,
layout,registers.top_by_ff_count,"cnt",
synthesis,synth_flop_count,8,
sta,setup_viol,0,
synthesis,seq_total_area_yosys,0.363,
floorplan,initial_core_util,0.129,
synthesis,synth.lib_cells_used.distinct,17,
synthesis,synth_warnings,1,
hold_path,min_path_type,"reg -> reg",
flow_run,timing.max_cap.violations,0,
layout,postLayoutCoreUtil,0.179,
worst_setup_path,cp_common_cell,"sky130_fd_sc_hd__a21oi_1",
worst_setup_path,worst-r2r-setup-slack,1.51,ns
layout,largest_register_ffs,8,
place,place.detailed.hpwl,721,um
hold_path,hold_end,"cnt[0]",
clock_network,root_buffer,"sky130_fd_sc_hd__clkbuf_4",
grt,grt_pass1_vias,344,
clock_network,clock_tree.htree_level_count,1,
worst_setup_path,crit_required,3.19,ns
detailed_routing,wl_per_cell,8.47,um
worst_setup_path,cp-end-kind,"register",
place,gpl.final_weighted_congestion,0.783,
floorplan,die-area,0.00640,mm2
pwr,pwr-share-seq,0.301,
detailed_routing,remaining_drc_errors,0,
synthesis,syn_inst,44,
clock_network,clkTransAtPathRegs,0.06,ns
floorplan,ports,10,
clock_network,cts_tree,"yes",
sta,slew_violations,0,
sta,rsz_0062_raised_after_global_routing,"no",
detailed_routing,first_pass_iters,2,
sta,timing.final.crit_share,0.732,
## per-stage QoR
step	area, um2	setup WS [ns]	hold WS (ns)	total power, mW	cells
after detailed placement	589	0.539	0.441	0.570	99
after CTS	612	0.794	0.455	0.659	102
after global placement	589	0.564	0.437	0.566	99
final	612	0.803	0.446	0.644	102
after global routing	612	0.692	0.489	0.718	102
after floorplan	442	1.19	0.408	0.424	44
## metal layers
metal / up-vias / global-route usage / share of wire
met4: 0 / 0.00352 / 0.014
met2: 8 / 0.0425 / 0.38
li1: 182 / - / -
met5: - / 0 / 0
met1: 153 / 0.0393 / 0.51
met3: 2 / 0.0216 / 0.096
## area by class of cell
type	instances	area, um2	area share
multi-input cells	33	270	0.442
flip-flops and latches	8	160	0.262
repair buffers	9	90.1	0.147
well taps	46	57.6	0.0941
clock buffers	3	22.5	0.0368
inverters	3	11.3	0.0184
## kinds of logic (layout without fill, tap and decap cells)
family	count (synthesis)	in the layout	synth area share
AOI/OAI and AO/OA	13	13	0.212
DFF	8	8	0.363
adders and majority gates	7	7	0.215
and+or+nand+nor	7	7	0.0652
xor gates and xnor gates	6	6	0.119
buffers and inverters	3	15	0.0255
## cells in the mapped netlist
master / count / area (um2)
sky130_fd_sc_hd__o211ai_1: 1 / 7.51
sky130_fd_sc_hd__ha_1: 6 / 75.1
sky130_fd_sc_hd__nor2_1: 3 / 11.3
sky130_fd_sc_hd__dfxtp_1: 8 / 160
sky130_fd_sc_hd__a41oi_2: 1 / 16.3
sky130_fd_sc_hd__xnor2_1: 5 / 43.8
sky130_fd_sc_hd__o21ai_0: 2 / 10.0
sky130_fd_sc_hd__a211oi_1: 1 / 7.51
sky130_fd_sc_hd__a211oi_2: 1 / 12.5
sky130_fd_sc_hd__o21bai_1: 1 / 7.51
sky130_fd_sc_hd__xor2_1: 1 / 8.76
sky130_fd_sc_hd__a21oi_1: 5 / 25.0
sky130_fd_sc_hd__fa_1: 1 / 20.0
sky130_fd_sc_hd__a21o_1: 1 / 7.51
sky130_fd_sc_hd__nor2b_1: 1 / 6.26
sky130_fd_sc_hd__nand2_1: 3 / 11.3
sky130_fd_sc_hd__inv_1: 3 / 11.3
## power groups by stage
stage | clock [mW] | sequential [mW] | combinational (mW)
after CTS | 0.0878 | 0.196 | 0.375
after global routing | 0.0930 | 0.201 | 0.423
final | 0.0828 | 0.194 | 0.367
## how the worst max path moves through the flow
stage / slack [ns] / to / from / cells after the start
final: 0.80 / cnt[6] / SW / 7
after global routing: 0.69 / cnt[6] / SW / 7
after CTS: 0.79 / cnt[6] / SW / 7
## placed cells by master (no fill, tap or decap), drive strengths merged, types with 2 or more instances in the layout
cell,n
a211oi,2
a21oi,5
clkbuf,3
clkdlybuf4s50,9
dfxtp,8
ha,6
inv,3
nand2,3
nor2,3
o21ai,2
xnor2,5
Power figures rest on the tool's default switching activity, not on a simulated workload.
