**design/flow/run.sh**
```bash
#!/bin/bash
# OpenROAD 26Q1-2900-gdf79404cd8, Yosys 0.63+post, stock flow scripts
make -C /OpenROAD-flow-scripts/flow DESIGN_CONFIG=/design/flow/config.mk WORK_HOME=/design/flow/orfs finish
```
**design/flow/config.mk**
```make
export PLATFORM = sky130hd
export DESIGN_NAME = foy1
export DESIGN_NICKNAME = foy1
export VERILOG_FILES = /design/flow/design.v
export SDC_FILE = /design/flow/constraint.sdc
export NUM_CORES = 4
export LEC_CHECK = 1
export CORE_AREA = 10 10 113 113
export DIE_AREA = 0 0 123 123
```
**design/flow/constraint.sdc**
```tcl
current_design foy1

set clk_period 15.3
set clk_io_pct 0.2

create_clock -name clk0 -period $clk_period

set non_clock_inputs [all_inputs -no_clocks]
set_input_delay [expr $clk_period * $clk_io_pct] -clock clk0 $non_clock_inputs
set_output_delay [expr $clk_period * $clk_io_pct] -clock clk0 [all_outputs]
```
**design/flow/design.v**
```verilog
module half_adder(input A,B,
            output sum,carry);
            assign carry = A & B;
            assign sum = A ^ B;
endmodule
module full_adder(input A,B,carry_in,
                  output sum, carry_out);
                  assign  sum = (A ^ B ^ carry_in);
                  assign  carry_out = (A & B) | (A & carry_in) | (B & carry_in);
endmodule
module ripple_carry_adder(A,B,sum);
                          input[7:0] A,B;
                          output[7:0] sum;
                          wire carry_in;
                          wire[7:0] carry_out;
                          full_adder u1(A[0], B[0], carry_in, sum[0], carry_out[0]);
                          full_adder u2(A[1], B[1], carry_out[0], sum[1], carry_out[1]);
                          full_adder u3(A[2], B[2], carry_out[1], sum[2], carry_out[2]);
                          full_adder u4(A[3], B[3], carry_out[2], sum[3], carry_out[3]);
endmodule
module foy1( A,B, sum,carry_out);
                   parameter N=32;
                   input[N-1:0] A,B;
                   output[N-1:0] sum;
                   output carry_out;
                   wire[N-1:0] carry;
                   genvar i;
                   generate 
                      for (i = 0; i < N ; i = i+1)
                        begin
                          if(i == 0)
                                      full_adder f1(A[0], B[0], 1'b0 , sum[0], carry[0]);
                          else 
                            full_adder f2(A[i], B[i], carry[i-1], sum[i], carry[i]);
                        end 
                      assign carry_out = carry[N-1];
                   endgenerate
endmodule
```
==> results_dict.tcl <==
# metrics dict for downstream scripts
set metrics [dict create \
    nFillCells 1140 \
    io_pins 97 \
    cp_max_fo 1 \
    synth_area_leader_cell "fa_1" \
    crit_buf_inv 4 \
    endpoint_kind "output pin" \
    port_buffers 97 \
    top_area_frac 0.696 \
    die_w_um 123 \
    run_status "finished with violations" \
    grt_pass1_vias 912 \
    dp.final_hpwl_um 3330 \
    tightest_slew_ns 0.144 \
    grt_usage 0.0402 \
    finalPower_mw 0.0691 \
    overflow 0 \
    hold_viol_final 0 \
    grt_pass1_wl_um 4720 \
    antennaDiodeCount 0 \
    nClkBuffers 0 \
    setup_slack_ns -2.15 \
    critPathKind "primary input to output pin" \
    cp-start-kind "primary input" \
    antenna_found_initial 0 \
    post-cts-setup-buffers 0 \
    max_freq_mhz 57.3 \
    layout_top_cell "clkdlybuf4s50_1" \
    first_pass_iters 2 \
    syn_area_per_cell_um2 12.9 \
    cp.arrival_ns 14.39 \
    dr.first_iter.drc_count 4 \
    powerDensity_nw_per_um2 37.5 \
    ctsHoldBuffers 0 \
    violations "setup timing" \
    coreArea_um2 10300 \
    warnings 35 \
    ys_types 4 \
    num_vias 722 \
    num_rows 37 \
    finalWirelength_um 3370 \
    syn_inst 69 \
    finalNonFillerCells 270 \
    finalClockPeriodUsage 1.14 \
    drt_drc_violations_left 0 \
    cp_slowest_stage_delay_ns 0.42 \
    grt_start_max_net_pins 2 \
    design.seq.count 0 \
    dieHeight_um 123 \
    postSynthSeqShare 0 \
    cp_slowest_cell "fa_2" \
    area_delta_synth_final_pct 106 \
    die_area_um2 15100 \
    crit_family "adder cells" \
    drive_gt1_frac 0.343 \
    mappedNetlistArea_um2 892 \
    holdWs_ns 6.76 \
    crit_top_cell "fa_2" \
    vias_per_cell 2.67 \
    slew_headroom 0.904 \
    synth.yosys.chip_area_um2 892 \
    post_drt_wl_per_cell_um 12.5 \
    logic_area_um2 723 \
    setup_violations 8 \
    irDropWorstVdd_uv 12.8 \
    p_leak_nw 0.621 \
    place.gp.congestion 0.877 \
    final_cell_mix "84 x clkdlybuf4s50_1, 31 x fa_2, 8 x buf_2, 3 x inv_1, 3 x buf_6" \
    ant_nets 0 \
    min_period_ns 17.45 \
    yosys_warnings 0 \
    setup_tns_ns -9.53 \
    place_inst 270 \
    crit_required_ns 12.24 \
    maxSlewViolCount 0 \
    ys_cells 69 \
    hold_path_class "primary input to output pin" \
    seq_area_um2 0 \
    max_cap_violations 0 \
    topCellsByArea "fa_1 70%, buf_4 27%, inv_1 2.1%" \
    core_util_floorplan 0.0864 \
    rsz0062_at_grt "yes" \
]
==> final timing paths <==
kind  cells after the start  startpoint  endpoint  slack, ns
min                       3        B[0]    sum[0]       6.76
max                      36        A[0]   sum[31]      -2.15
==> power by group <==
part,internal [mW],total (mW),switching [mW],leakage (nW)
clock network,0,0,0,0
registers,0,0,0,0
logic,0.0495,0.0691,0.0196,0.621
==> synthesized netlist by cell type (all sizes together) <==
cell type and count:
ha 1, fa 31, buf 32, inv 5
==> logic make-up after synthesis <==
| kind of cell | Yosys count | share of synthesized area |
|---|---|---|
| fa+ha+maj | 32 | 0.710 |
| buf+inv | 37 | 0.290 |
==> metal layers <==
metal	global-route usage	routed length (um)	up-vias	part of all wire
li1	-	-	301	-
met1	0.0456	1370	319	0.41
met2	0.0606	1130	102	0.33
met3	0.0347	869	0	0.26
met4	0	0	0	0
met5	0	0	-	0
==> metrics by stage <==
step / util / area (um2) / worst slack (ns)
final: 0.178 / 1840 / -2.15
after global routing: 0.178 / 1840 / -2.41
after CTS: 0.178 / 1840 / -2.31
after detailed placement: 0.182 / 1880 / -2.93
after global placement: 0.182 / 1880 / -2.92
after floorplan: - / 982 / -1.73
==> final cells by class <==
cell class / count / area share
multi-input cells: 32 / 0.393
repair buffers: 97 / 0.505
inverters: 5 / 0.0102
well taps: 136 / 0.0924
==> worst min-delay path, stage by stage <==
cell,delay (ns)
buf_6,0.07
ha_4,0.11
clkdlybuf4s50_1,0.47
==> what timing repair did <==
action,4_1_cts,5_1_grt
gates resized,43,4
endpoints found under the setup margin,10,9
pin swaps,5,4
hold endpoints to repair,0,0
Power figures rest on the tool's default switching activity, not on a simulated workload.
