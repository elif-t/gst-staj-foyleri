[design/flow/config.mk]
export PLATFORM = sky130hd
export DESIGN_NAME = traffic_lights
export DESIGN_NICKNAME = traffic_lights
export VERILOG_FILES = /design/flow/design.v
export SDC_FILE = /design/flow/constraint.sdc
export NUM_CORES = 4
export LEC_CHECK = 1
export CORE_AREA = 10 10 70 70
export DIE_AREA = 0 0 80 80
[design/flow/constraint.sdc]
current_design traffic_lights

set clk_period 2.7
set clk_io_pct 0.2

create_clock -name clk0 -period $clk_period [get_ports {clk}]

set non_clock_inputs [all_inputs -no_clocks]
set_input_delay [expr $clk_period * $clk_io_pct] -clock clk0 $non_clock_inputs
set_output_delay [expr $clk_period * $clk_io_pct] -clock clk0 [all_outputs]
[design/flow/design.v]
`timescale 1ns / 1ps
module traffic_lights(clk,reset,light_1,light_2);
    input clk, reset;
    output reg[2:0] light_1,light_2;
    parameter GR = 2'b00, YR = 2'b01, RG = 2'b10, RY = 2'b11;
    parameter sec50 = 50, sec5 = 5, sec35 = 35;
    reg[3:0] count; 
    reg[2:0] state;
    always@(posedge clk or posedge reset) begin
        if(reset == 1) begin
            state <= GR; count <= 0; end
        else begin  
            case(state)
                GR  : if(count < sec50) begin
                        state <= GR; count <= count +1; end
                      else begin
                        state <= YR; count <= 0; end
                YR  : if(count < sec5) begin
                        state <= YR; count <= count +1; end
                      else begin
                        state <= RG; count <= 0; end
                RG  : if(count < sec35) begin
                        state <= RG; count <= count +1; end
                      else begin
                        state <= RY; count <= 0; end
                RY  : if(count < sec5) begin
                        state <= RY; count <= count +1; end
                      else begin
                        state <= GR; count <= 0; end
                default: state  <= GR;
            endcase 
         end        
    end
    always@(state) begin
        case(state)
            GR  : begin
                    light_1 <= 3'b001;
                    light_2 <= 3'b100;
                  end
            YR  : begin
                    light_1 <= 3'b010;
                    light_2 <= 3'b100;
                  end
            RG  : begin
                    light_1 <= 3'b100;
                    light_2 <= 3'b001;
                  end
            RY  : begin
                    light_1 <= 3'b100;
                    light_2 <= 3'b010;
                  end
            default: begin
                        light_1 <= 3'b000;
                        light_2 <= 3'b000;
                     end
        endcase
    end
endmodule
[design/flow/run.sh]
#!/bin/bash
# OpenROAD 26Q1-2900-gdf79404cd8, Yosys 0.63+post, stock flow scripts
make -C /OpenROAD-flow-scripts/flow DESIGN_CONFIG=/design/flow/config.mk WORK_HOME=/design/flow/orfs finish
==> run notes <==
Results of the implementation run.

The flow ran to the end, and the final reports show no timing, DRC or antenna violations. The chip area from the yosys synthesis statistics is 410.4 um^2. The power density over the cells is 406.1 nW/um^2.

Looking at the max-slew report, the worst-margin pin has a slew of 514.5 ps. Relative to the synthesized area, the layout overhead comes to 32.32%. The setup slack of the worst register-to-register path is 1070 ps.

Among all cell types in the netlist, the one instantiated most often is dfrtp_1. The overall power after layout came out at 220.5 uW. The endpoint identified for the worst register-to-register timing path is count[0]. The count of clock tree sinks is 8. After filler insertion, the fill cell instance count of the layout stands at 386. The power report attributes to the sequential group a share of 54.5%. The skew report gives the latency at the later pin of the worst-skew pair as 250 ps. The number of global-route vias before repair is 287. The average wire per standard cell is 7.589 um.

The share of flip-flops with an asynchronous set or reset is 100.0%. Hold repair after CTS inserted 0 buffers. The standby leakage power is 0.2473 nW.

The critical path launch point type is a register. The number of buffers added by the clock tree synthesis step came out at 3. Logic depth along the worst register-to-register path is recorded as 5.

The main area contributors are dfrtp_1 43%, dfstp_2 6.4%, ha_1 6.1%. The cell area after technology mapping is 410.4 um^2. The count of input and output buffers came out at 7. The count of endpoints failing hold in the final timing report came out at 0. The final timing report lists a max-slew violation count of 0.

The final setup violation count came out at 0. The post-synthesis cell count from yosys is 42. The combinational power share is 1.7%. The number of OpenROAD warnings is 26.

The number of buffers inserted by post-CTS setup repair came out at 0. The antenna diode count came out at 0. Per the final layout report, the fraction of cells sized above drive strength 1 comes to 18.37%. The CTS tree is built. The number of different library cells in the post-synthesis netlist is 22. CTS reports a maximum clock tree buffer depth of 2.

The detailed-route wire length came out at 721 um. The post-cts gate resize count is 0. The post-synthesis instance total is 42. In the routed layout, each cell is associated on average with a via count of 3.147. The first global-routing pass estimated 1.193 mm of wire. The worst IR drop on VDD is 0.1085 mV. The remaining number of nets flagged by the antenna check after routing came out at 0. By startpoint and endpoint, the worst setup path is classified as reg -> out.

The floorplan core area came out at 3416 um^2. Per the post-synthesis stats, the area per cell is 9.771 um^2. Summed over all routing layers, the global router reports a total usage of 2.377%. The portion of the clock cycle consumed by the worst path in the final layout is 71.81%. The top-level port count is 8. The H-tree depth reported by CTS is 1. In this run the worst hold path is classified as in -> async. The highest net fanout along the worst path is 6. The number of enable flip-flop cells came out at 0.

The post-synthesis sequential element count came out at 8. The worst register-to-register path begins at count[0]. Setup repair after global routing left no endpoint under its margin. The clock period minus worst slack came out at 1939 ps.

Recorded from the global router log, the overflow total was 0. The post-route clock skew is 7.032 ps. The library cell occupying the most area in the post-synthesis netlist is dfrtp_1. The required time reported for the critical path endpoint came out at 2160 ps. Entering global routing, the biggest net connects 9 pins. Adding up every negative setup slack in the final design gives 0 ps.

The combinational gate area is 172.7 um^2. The initial core utilization came out at 12.01%. The DRC violation count after routing came out at 0.

The length of the first detailed-routing pass in iterations came out at 3. The y dimension of the die is 80 um. The cell area after layout came out at 543.0 um^2. The sequential fraction of the synthesis area came out at 49.09%. The width of the die came out at 80 um.

The cell area reported after detailed placement is 516.7 um^2. The cell-internal power is 177.9 uW. The area occupied by registers came out at 201.4 um^2.

The worst setup path is captured at a primary output. The initial antenna violation count is 0. Per the synthesis report, the single largest cell type by area occupies 42.68% of cell area. The post-place setup slack came out at 1016 ps.

The final HPWL from detailed placement came out at 556 um. The relative slew slack is 65.49%. The number of placement rows is 21. The proportion of power drawn by the clock network is 43.9%. Per the detail_route report, the via count comes to 299. The max capacitance violation total came out at 0. In this run the clock root is driven by a clkbuf_4.

Warnings reported by Yosys during synthesis add up to 1. The signal arrival time at the worst endpoint is 1400 ps. The switching power share of the total is 19.31%. The final worst setup slack is 761.2 ps. The final weighted congestion of routability-driven global placement came out at 0.7844. The most used flip-flop cell after synthesis is dfrtp_1.

Sorting the synthesized cells by how often they occur yields 7 x dfrtp_1, 4 x inv_1, 3 x clkbuf_1, 3 x nand2_1, 3 x or2_2. The net switching component of the power is 42.58 uW. The total die size is 6400 um^2.

In this build the clock could be raised as far as 515.8 MHz. In the CTS report, the clock slew at the register clock pins of the worst setup and hold paths is listed as 60 ps. The number of DRC violations after detailed-routing iteration 0 came out at 4.
-- placed cells by master (no fill, tap or decap), types with 2 or more instances in the layout --
master | Yosys | routed
and3_1 | 2 | 2
clkbuf_4 | 0 | 3
clkdlybuf4s50_1 | 0 | 7
dfrtp_1 | 7 | 7
ha_1 | 2 | 2
inv_1 | 4 | 4
nand2_1 | 3 | 3
nand2b_1 | 2 | 2
nor2_1 | 2 | 2
o21ai_0 | 2 | 2
or2_2 | 3 | 3
-- registers in the layout (all words and copies together) (netlist names) --
| name | flops |
|---|---|
| state | 4 |
| count | 4 |
-- stage by stage --
step           std cells  util (%)  hold WS (ps)
3_3_place_gp          91     15.13         523.6
5_1_grt               95     15.90         546.2
3_5_place_dp          91     15.13         535.8
2_1_floorplan         42         -         354.9
6_report              95     15.90         529.6
4_1_cts               95     15.90         535.8
-- worst max-delay path by stage --
stage         startpoint          to  cells after the start
global route    state[1]  light_1[2]                      2
finish          state[1]  light_1[2]                      2
CTS             state[1]  light_1[2]                      2
-- area by class of cell --
class,instances,share of cell area [%]
tap,46,10.60
inverter,4,2.765
sequential,8,37.10
multi-input combinational,26,31.80
timing repair buffer,7,12.90
clock buffer,4,4.839
-- routing by layer --
| metal | wire length (um) | share of wire [%] | global-route usage (%) | vias up |
|---|---|---|---|---|
| met3 | 135 | 19 | 2.727 | 0 |
| met5 | 0 | 0 | 0 | - |
| met2 | 275 | 38 | 3.451 | 12 |
| met4 | 0 | 0 | 0.1761 | 0 |
| met1 | 310 | 43 | 2.302 | 133 |
| li1 | - | - | - | 154 |
-- power by group through the flow --
| stage | logic, mW | registers [mW] | clock network (mW) |
|---|---|---|---|
| after CTS | 0.00391 | 0.120 | 0.101 |
| after global routing | 0.00423 | 0.120 | 0.108 |
| final | 0.00368 | 0.120 | 0.0967 |
-- worst max-delay path, cell delays in order, from the launching register on --
cell	delay [ps]
dfrtp_1	430
or2_2	310
clkdlybuf4s50_1	410
-- kinds of logic (layout without fill, tap and decap cells) --
logic type | Yosys count | count (layout) | share of synthesized area, %
compound gates | 8 | 8 | 12.80
xor+xnor | 1 | 1 | 2.135
fa+ha+maj | 2 | 2 | 6.097
buf+inv | 8 | 15 | 8.840
flops | 8 | 8 | 49.09
simple gates | 15 | 15 | 21.04
No activity file was given, so power comes from the tool's default toggle rates.
